==> design/flow/run.sh <==
#!/bin/bash
# OpenROAD 26Q1-2900-gdf79404cd8, Yosys 0.63+post, stock flow scripts
make -C /OpenROAD-flow-scripts/flow DESIGN_CONFIG=/design/flow/config.mk WORK_HOME=/design/flow/orfs finish
==> design/flow/config.mk <==
export PLATFORM = sky130hd
export DESIGN_NAME = monitoreo_top
export DESIGN_NICKNAME = monitoreo_top
export VERILOG_FILES = /design/flow/design.v
export SDC_FILE = /design/flow/constraint.sdc
export NUM_CORES = 4
export LEC_CHECK = 1
export CORE_AREA = 10 10 70 70
export DIE_AREA = 0 0 80 80
==> design/flow/constraint.sdc <==
current_design monitoreo_top

set clk_period 4.1
set clk_io_pct 0.2

create_clock -name clk0 -period $clk_period [get_ports {clk}]

set non_clock_inputs [all_inputs -no_clocks]
set_input_delay [expr $clk_period * $clk_io_pct] -clock clk0 $non_clock_inputs
set_output_delay [expr $clk_period * $clk_io_pct] -clock clk0 [all_outputs]
==> design/flow/design.v <==
`timescale 1ns / 1ps
module comparador_temp(
    input logic signed [10:0] temp_entrada,      
    output logic es_bajo,                        
    output logic es_alto                         
);
    parameter TEMP_BAJO = 180;    
    parameter TEMP_ALTO = 259;    
    assign es_bajo = (temp_entrada < TEMP_BAJO);  
    assign es_alto = (temp_entrada > TEMP_ALTO);  
endmodule
`timescale 1ns / 1ps
module estado_temp(
    input logic clk,                            
    input logic arst_n,                         
    input logic signed [10:0] temp_registrado,  
    input logic per_bajo,                       
    input logic per_alto,                       
    output logic alerta,                        
    output logic calefactor,                    
    output logic ventilador,                    
    output logic [1:0] estado_actual            
);
    parameter TEMP_BAJO = 180;  
    parameter TEMP_ALTO = 259;  
    typedef enum logic [1:0] {NORMAL=2'b00, BAJO=2'b01, ALTO=2'b10, ALERTA=2'b11} estado_t;
    estado_t estado;  
    always_ff @(posedge clk, negedge arst_n) begin
        if (!arst_n) begin
            estado      <= NORMAL;     
        end else begin
            case (estado)
                NORMAL: begin
                    if (temp_registrado < TEMP_BAJO) estado <= BAJO;    
                    else if (temp_registrado > TEMP_ALTO) estado <= ALTO; 
                end
                BAJO: begin  
                    if (per_bajo) begin    
                        estado <= ALERTA;
                    end else if (temp_registrado >= TEMP_BAJO && temp_registrado <= TEMP_ALTO) begin
                        estado <= NORMAL;                         
                    end else if (temp_registrado > TEMP_ALTO) begin
                        estado <= ALTO;
                    end 
                end
                ALTO: begin    
                    if (per_alto)begin
                        estado <= ALERTA;
                    end else if (temp_registrado >= TEMP_BAJO && temp_registrado <= TEMP_ALTO) begin
                        estado <= NORMAL;
                    end else if (temp_registrado < TEMP_BAJO) begin
                        estado <= BAJO;
                    end 
                end
                ALERTA: begin  
                    if (temp_registrado >= TEMP_BAJO && temp_registrado <= TEMP_ALTO) begin 
                        estado <= NORMAL;
                    end else if (temp_registrado < TEMP_BAJO && !per_bajo) begin
                        estado <= BAJO;  
                    end else if (temp_registrado > TEMP_ALTO && !per_alto) begin
                        estado <= ALTO;   
                    end 
                end
                default: begin       
                    estado <= NORMAL;
                end
            endcase
        end
    end
    always_comb begin
        calefactor = 1'b0;
        ventilador = 1'b0;
        case (estado)
            ALERTA: begin
                if (temp_registrado < TEMP_BAJO)
                    calefactor = 1'b1;     
                else if (temp_registrado > TEMP_ALTO)
                    ventilador = 1'b1;     
            end
            default: begin  
            calefactor = 1'b0;
            ventilador = 1'b0;
            end
        endcase
    end
    assign alerta = (estado == ALERTA);  
    assign estado_actual = estado;       
endmodule
`timescale 1ns / 1ps
module monitoreo_top(
    input  logic clk,                         
    input  logic arst_n,                      
    input  logic signed [10:0] temp_entrada,  
    output logic alerta,                      
    output logic calefactor,                  
    output logic ventilador,                  
    output logic [1:0]estado_actual,          
    output logic [2:0] cont_bajo,             
    output logic [2:0] cont_alto              
 );
    logic es_bajo_int, es_alto_int;            
    logic per_bajo_int, per_alto_int;          
    comparador_temp compara1 (
        .temp_entrada        (temp_entrada),
        .es_bajo             (es_bajo_int),
        .es_alto             (es_alto_int)
    );
    persistencia_ctr #(.N(5)) u_persistencia (
        .clk            (clk),
        .arst_n         (arst_n),
        .es_bajo        (es_bajo_int),
        .es_alto        (es_alto_int),
        .cont_bajo      (cont_bajo),
        .cont_alto      (cont_alto),
        .per_bajo       (per_bajo_int),
        .per_alto       (per_alto_int)
    );
    estado_temp fsm1 (
        .clk                 (clk),
        .arst_n              (arst_n),
        .temp_registrado     (temp_entrada),
        .per_bajo            (per_bajo_int),                
        .per_alto            (per_alto_int),                 
        .alerta              (alerta),
        .calefactor          (calefactor),
        .ventilador          (ventilador),
        .estado_actual       (estado_actual)
    );
endmodule
`timescale 1ns / 1ps
module persistencia_ctr #(parameter N = 5)(
    input  logic clk,                
    input  logic arst_n,             
    input  logic es_bajo,            
    input  logic es_alto,            
    output logic [2:0] cont_bajo,    
    output logic [2:0] cont_alto,    
    output logic per_bajo,           
    output logic per_alto            
);
    always_ff @(posedge clk, negedge arst_n) begin
        if (!arst_n) begin
            cont_bajo <= 3'd0;
            cont_alto <= 3'd0;
        end else begin
            if (es_bajo) begin
                if (cont_bajo < N) 
                    cont_bajo <= cont_bajo + 1;
            end else begin
                cont_bajo <= 3'd0;
            end
            if (es_alto) begin
                if (cont_alto< N) 
                    cont_alto <= cont_alto + 1;
            end else begin
                cont_alto <= 3'd0;
            end
        end         
    end
    assign per_bajo= (cont_bajo >= N-1) && es_bajo;
    assign per_alto= (cont_alto >= N-1) && es_alto;
endmodule
==> qor.log <==
qor: setup_path.cp.required 3.28 ns
qor: clocking.htree_levels 1
qor: sta.post_route_skew 0.00535 ns
qor: synthesis.largest_area_cell sky130_fd_sc_hd__dfrtp_1
qor: finish.area_growth_syn_to_layout 40.2%
qor: min_path.holdCritPathClass register to register
qor: clocking.cts_hold_repair.buffers 0
qor: synthesis.avgSynthCellArea 8.53 µm²
qor: outcome.status finished clean
qor: finish.final_cells 144
qor: floorplan.number_of_rows_created_at_floorplan 21
qor: sta.setup_viol 0
qor: place.postPlaceCellArea 911 µm²
qor: synthesis.synth.top_cell.area_share 30.1%
qor: place.placed_instances 141
qor: grt.global_route_wire_length_before_repair 2820 µm
qor: floorplan.floorplan.core_area 3420 µm²
qor: floorplan.die_h 80 µm
qor: pwr.leakage 0.360 nW
qor: sta.fmax 0.304 GHz
qor: grt.antenna_found_initial 0
qor: setup_path.critical_path_peak_fanout 4
qor: routing.drc 0
qor: finish.nFillCells 373
qor: setup_path.critPathArrivalTime 2.47 ns
qor: grt.gr-total-overflow 0
qor: synthesis.synth-async-reset-ratio 100%
qor: job.drv_cap 0
qor: synthesis.synthesis.yosys.warnings 2
qor: setup_path.critical_path.cell_chain clkdlybuf4s50_1, nor3_1, a211oi_1, and2_1, clkdlybuf4s50_1
qor: sta.finalWorstPathRequiredPeriod 3.29 ns
qor: setup_path.startpoint_class_of_the_critical_path input port
qor: pwr.design_power_total 0.000401 W
qor: job.tool_warnings 31
qor: setup_path.buffering_stage_count_on_the_worst_path_with_inverters_included 2
qor: routing.detail_route.wirelength 1760 µm
qor: setup_path.cpMostUsedCell sky130_fd_sc_hd__clkdlybuf4s50_1
qor: place.dp_hpwl 1420 µm
qor: synthesis.synth-edff-count 0
qor: finish.drive_above_1_share 6.12%
qor: routing.detail_route.wl_per_cell 12.2 µm
qor: floorplan.floorplan.core_util 19.5%
qor: synthesis.synth.yosys.num_cells 78
qor: setup_path.worst_setup_path_end_kind primary output
qor: finish.leading_cell_type_in_the_layout_fill_and_taps_excluded sky130_fd_sc_hd__clkdlybuf4s50_1
qor: clocking.clock.latency.late_pin 0.25 ns
qor: grt.grt_util_all_layers 5.26%
qor: synthesis.post_synth_num_cell_types 30
qor: place.place.port_buffers 21
qor: sta.post-route-period-util 80.1%
qor: clocking.post-cts-setup-buffer-count 0
qor: pwr.ir_drop 0.244 mV
qor: routing.num_antenna_cells 0
qor: finish.final_core_utilization 27.3%
qor: synthesis.share_of_the_yosys_chip_area_belonging_to_registers 30.1%
qor: pwr.p_per_area 429 nW/µm²
qor: synthesis.postSynth.topFlopCell sky130_fd_sc_hd__dfrtp_1
qor: clocking.clk_path_buf_depth 2
qor: setup_path.critPathSlowestCell sky130_fd_sc_hd__clkdlybuf4s50_1
qor: grt.via_count_of_the_first_global_routing_pass 649
qor: place.gp_routability_congestion 0.813
qor: synthesis.ys_ff 8
qor: routing.num_vias 669
qor: clocking.cts_made_buffers 3
qor: floorplan.chip_area 6400 µm²
qor: synthesis.cell_types_occupying_the_most_area_after_synthesis sky130_fd_sc_hd__dfrtp_1 30%, sky130_fd_sc_hd__ha_1 11%, sky130_fd_sc_hd__nor2_1 5.6%
qor: setup_path.crit_path_max_incr_delay 0.53 ns
qor: finish.lay_top_cells 21 x sky130_fd_sc_hd__clkdlybuf4s50_1, 10 x sky130_fd_sc_hd__nor2_1, 8 x sky130_fd_sc_hd__dfrtp_1
qor: clocking.clock_tree_from_tritoncts built
qor: sta.rsz0062_at_grt false
qor: clocking.cts_root_buffer sky130_fd_sc_hd__clkbuf_4
qor: sta.report.final.hold_viol_count 0
qor: synthesis.synth_area 666 µm²
qor: routing.ant_nets 0
qor: synthesis.yosysChipArea 666 µm²
qor: sta.timing_worst_slew_pin_value 0.429 ns
qor: clocking.worst_setup_hold_path_clk_slew 0.05 ns
qor: sta.totalNegativeSetupSlack 0 ns
qor: sta.timing.slew.headroom 71.3%
qor: setup_path.critPathKind input port to primary output
qor: setup_path.critical_path.top_delay_family buffers and inverters
qor: finish.post-route-cell-area 933 µm²
qor: routing.drt_pre_antenna_iters 4
qor: clocking.cts_num_sinks 8
qor: routing.detail_route.iter0.violations 35
qor: synthesis.synthesis.instances 78
qor: clocking.cts_resized 0
qor: floorplan.die_x 80 µm
qor: routing.viasPerCell 4.65
qor: floorplan.ioPinCount 24
qor: sta.final_slew_violations 0
qor: grt.grt_start_max_net_pins 11
## sequential cells by signal, summed over array words and instances (netlist names)
register and flops:
u_persistencia.cont_alto 3, fsm1.estado 2, u_persistencia.cont_bajo 3
## metrics by stage
step           setup WS, ns  hold WS (ns)
5_1_grt               0.697         0.606
3_5_place_dp          0.815         0.563
3_3_place_gp          0.823         0.554
6_report              0.814         0.573
4_1_cts               0.807         0.577
2_1_floorplan          1.90         0.506
## synth_stat cells, types with 2 or more instances
cell type	count
sky130_fd_sc_hd__dfrtp_1	8
sky130_fd_sc_hd__a211o_1	2
sky130_fd_sc_hd__a21oi_1	3
sky130_fd_sc_hd__ha_1	6
sky130_fd_sc_hd__a211oi_1	3
sky130_fd_sc_hd__nor2_1	10
sky130_fd_sc_hd__and2_1	2
sky130_fd_sc_hd__nor3_1	7
sky130_fd_sc_hd__inv_1	5
sky130_fd_sc_hd__nand3_1	2
sky130_fd_sc_hd__o21ai_0	4
sky130_fd_sc_hd__a22oi_1	3
sky130_fd_sc_hd__buf_1	2
sky130_fd_sc_hd__nand2_1	5
## worst paths after layout
kind	from	endpoint	slack [ns]	cells after the start
max	temp_entrada[9]	ventilador	0.81	5
min	u_persistencia.cont_bajo[0]	u_persistencia.cont_bajo[0]	0.57	1
max reg2reg	fsm1.estado[0]	fsm1.estado[0]	2.42	5
min reg2reg	u_persistencia.cont_bajo[0]	u_persistencia.cont_bajo[0]	0.57	1
max in group asynchronous	arst_n	u_persistencia.cont_bajo[0]	2.96	1
min in group asynchronous	arst_n	u_persistencia.cont_alto[1]	0.86	1
## layer usage
layer  up-vias  GRT usage [%]  part of all wire, %
met3         0           2.95                   10
met5         -              0                    0
li1        331              -                    -
met2        25           8.11                   44
met4         0          0.352                    0
met1       313           6.54                   46
## where the power goes
part	total [W]	switching, W	leakage (nW)	internal, W
clock network	0.0000597	0.0000262	0.0138	0.0000335
registers	0.000135	0.0000346	0.104	0.000101
logic	0.000206	0.0000888	0.242	0.000117
total	0.000401	0.000150	0.360	0.000251
## worst register-to-register path: cells and delay by family, from the launching register on
kind | cells | cell delay [ns]
simple gates | 1 | 0.18
fa+ha+maj | 1 | 0.30
buf+inv | 1 | 0.10
compound gates | 2 | 0.55
flops | 1 | 0.44
## cell families after synthesis
group	synth area share (%)
AOI/OAI and AO/OA	29.5
adders and majority gates	11.3
DFF	30.1
and+or+nand+nor	22.9
buffers and inverters	6.20
## area by class of cell
class / instances / area, µm² / share of cell area (%)
flip-flops and latches: 8 / 200 / 21.4
inverters: 5 / 18.8 / 2.01
multi-input cells: 61 / 424 / 45.4
repair buffers: 21 / 210 / 22.5
clock buffers: 3 / 22.5 / 2.41
well taps: 46 / 57.6 / 6.17
Power figures rest on the tool's default switching activity, not on a simulated workload.
